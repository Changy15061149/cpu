**flow/config.mk**
```make
export PLATFORM = sky130hd
export DESIGN_NAME = cp0
export DESIGN_NICKNAME = cp0
export VERILOG_FILES = /design/flow/design.v
export SDC_FILE = /design/flow/constraint.sdc
export NUM_CORES = 4
export LEC_CHECK = 1
export CORE_UTILIZATION = 40
```
**flow/constraint.sdc**
```tcl
current_design cp0

set clk_period 6.1
set clk_io_pct 0.2

create_clock -name clk0 -period $clk_period [get_ports {clk}]

set non_clock_inputs [all_inputs -no_clocks]
set_input_delay [expr $clk_period * $clk_io_pct] -clock clk0 $non_clock_inputs
set_output_delay [expr $clk_period * $clk_io_pct] -clock clk0 [all_outputs]
```
**flow/design.v**
```verilog
`timescale 1ns / 1ps
module cp0(
    input [4:0] A1,
    input [4:0] A2,
    input [31:0] Din,
    input [31:0] PC,
    input [6:2] ExCode,
    input [5:0] HWInt,
    input We,
    input EXLset,
    input EXLclr,
    input clk,
    input rst,
    output IntReq,
	 output [31:0] Epc,
    output [31:0] Dout,
	 output [31:0] SR,
	 input eret
    );
		assign SR = data[12];
		reg [31:0] data[31:0];
		wire [5:0] itt;
		integer i;
		initial begin
		   for(i=0;i<=31;i=i+1)
			   begin
			    data[i]=0;
				end
		end
		assign Epc = data[14];
		wire intreq;
		assign Dout = data[A1];
		assign itt =data[12][15:10];
		assign IntReq =(data[12][1]==0&&data[12][0]==1)?((itt[1]&&HWInt[1])||((itt[0]&&HWInt[0]))):0;
		always @(posedge clk)
		begin
		if(IntReq)
		begin
		  data[13]<={16'b0,HWInt,10'b0};
		  data[14]<=PC;
		  data[12][1]<=1;
		end
		if(eret)
		  data[12][1]<=0;
		begin
		end
		end
		always @(posedge clk)
		begin
		  if(rst)
		   if(i!=12)
			   begin
			    data[i]=0;
				end
			  else
			    begin
				  data[i]=32'h0000ff11;
				 end
		  else
		  begin
			if(We)
			 begin
			    data[A2]<=Din;
			 end
		    if(EXLset)
			 begin
			    data[12][1]<=1;
				 data[14]<=PC;
			 end
			 if(EXLclr)
			 begin
			    data[12][0]<=0;
			 end
		  end
		end
endmodule
```
**flow/run.sh**
```bash
#!/bin/bash
# OpenROAD 26Q1-2900-gdf79404cd8, Yosys 0.63+post, stock flow scripts
make -C /OpenROAD-flow-scripts/flow DESIGN_CONFIG=/design/flow/config.mk WORK_HOME=/design/flow/orfs finish
```
==> run summary <==
fresh numbers from the pnr run: sequential fraction of the synthesis area=74.6%, FP Rows=116, crit path DRT=4.88 ns, unrepaired setup endpoints after global routing=no, critical-path cell list=clkdlybuf4s50_1 > and2_4 > buf_4 > buf_4 > a22oi_1 > nand3_1 > nand3_1 > clkdlybuf4s50_1, synth-to-layout area growth=17.8%, vias in the first global route=23.6k, worst r2r dst=data[14][28], Post-synth EDFFs=997, Post-CTS Resized=0, CTS buffer count=97, delay-heaviest family, CP=buffers and inverters, fp util=40.6%, Worst EP arrival=4.09 ns, max FFs per register=1,024, detailed placer's ending HPWL=57,100 µm, worst reg-to-reg path cell count=6, synth top area cells=edfxtp_1 73%, mux2i_1 13%, a22oi_1 1.8%, a21oi_1 1.5%, nand2_1 1.5%, skew final=0.0181 ns, TritonCTS Sinks=1,024, Cell Type Count=41, cts hold-fix bufs=0, top-count cell post-synth=edfxtp_1, post-CTS setup buffer count=0, power per cell area=306 nW/µm², normalized max-slew margin=36.9%, GPL Wtd Cong=0.840, asr flop ratio synth=0%, Syn Inst Count=2,422, status=complete, no violations, drt total wl=97,200 µm, Final min period=5.31 ns, largest net degree at the start of global routing=62, critical path peak fanout=27, via/cell ratio=5.40, final core occ=47.8%, Slowest Stage Delay on Critical Path=0.62 ns, Core Footprint=101,000 µm², DRC=0, Mapped Area=40,900 µm², die width=322 µm, Worst R2R Start=data[12][10], number of fill cells=8,148, initial antenna violation count=3, Startpoint Class=primary input, Worst-Margin Slew=0.947 ns, global route overflow=0, final hold viol count=0, io pins=188, 1st-iter DRT viols=1,252, clock tree from TritonCTS=done, P_leak=15.3 nW, CP Depth=8, hold worst-path end=data[13][16], routed vias=22.3k, gr usage total=20.6%, final hold slack=0.454 ns, Area leader share=73.3%, Pre-antenna DRT Iters=5, # setup viols final=0, H-Tree Depth=3, Avg WL per Cell=23.6 µm, Dominant flop cell=edfxtp_1, biggest regs=data x1024, final tally of max-slew violations=0, Clock Tree Buf Depth=3, synth warn=1, f_max=188 MHz, Die ar.=103,000 µm², Registers, synthesis=1,024, most flop-heavy register=data, max cap viols=0, total tool warning count=31, post-route ant nets=0, die height=322 µm, Crit-path slowest cell=clkdlybuf4s50_1, first-pass GRT wire length=146,000 µm, Clk pin slew, worst setup/hold paths=0.06 ns, worst vdd ir=0.000239 V, CTS Root Buffer Type=clkbuf_16, period utilization=87.0%, clock latency on the worst-skew pair=0.65 ns, hold path depth=2, most frequent cells after synthesis=997 x edfxtp_1, 512 x mux2i_1, 163 x nand2_1, CP endpoint kind=primary output, FF-to-FF setup slack=3.38 ns, layout cell share with drive strength beyond 1=11.6%, PortBufs=182, post-synth top area cell=edfxtp_1, cell count in the Yosys report=2,422, Setup CP Type=primary input to primary output, final setup TNS=0 ns, Worst Hold Class=flip-flop to flip-flop, Hold Path Origin=data[13][16], yosys stat area=40,900 µm², crit path buf inv count=4, mean post-synth cell area=16.9 µm²
cells by family after synthesis:
logic type,after synthesis,synth area share [%]
and+or+nand+nor,380,4.33
buffers and inverters,147,2.34
AOI/OAI and AO/OA,328,5.34
DFF,1024,74.6
muxes,543,13.4
area by class of cell:
class                           instances  area (µm²)  share of cell area [%]
Timing Repair Buffer                  310        2980                    6.18
Multi-Input combinational cell       1251        9700                    20.2
Inverter                                2        7.51                  0.0156
Clock buffer                          113        2570                    5.35
Sequential cell                      1024       30500                    63.3
Tap cell                             1357        1700                    3.53
Clock inverter                         67         679                    1.41
Antenna cell                            1        2.50                 0.00520
per-layer routing:
layer | up-vias | track usage, % | part of all wire, %
li1 | 10000 | - | -
met1 | 10900 | 27.0 | 37
met2 | 1275 | 29.8 | 45
met3 | 100 | 15.2 | 16
met4 | 8 | 2.38 | 1.3
met5 | - | 0.615 | 0.098
placed cells by master, fill, tap and decap left out, types with 32 or more instances in the layout:
master	instances
a21oi_1	123
a22o_1	64
a22oi_1	97
a31oi_1	32
buf_4	113
clkbuf_16	101
clkdlybuf4s50_1	181
edfxtp_1	997
mux2i_1	512
nand2_1	163
nand3_1	98
nor3_1	32
metrics by stage:
| step | setup WS (ns) | instance area (µm²) | std cells | power (mW) |
|---|---|---|---|---|
| 5_1_grt | 0.574 | 48100 | 4124 | 15.2 |
| 2_1_floorplan | 1.28 | 40900 | 2422 | 8.41 |
| 3_5_place_dp | 0.732 | 44900 | 3944 | 8.80 |
| 4_1_cts | 0.737 | 48100 | 4124 | 14.9 |
| 6_report | 0.792 | 48100 | 4125 | 14.7 |
| 3_3_place_gp | 0.799 | 44900 | 3944 | 8.78 |
worst max path at each step:
stage	endpoint	from
finish	Dout[22]	A1[2]
CTS	Dout[22]	A1[0]
global route	Dout[22]	A1[0]
where the power goes:
group | switching (mW) | total, mW | internal [mW]
Sequential | 0.0284 | 7.82 | 7.79
Clock | 2.49 | 6.10 | 3.60
Combinational | 0.492 | 0.834 | 0.341
tightest hold or removal path, stage by stage, from the launching register on:
cell,delay [ns]
dfxtp_1,0.31
nand2_1,0.05
a21oi_1,0.05
Power figures rest on the tool's default switching activity, not on a simulated workload.
