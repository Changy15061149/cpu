--- /design/flow/config.mk ---
export PLATFORM = sky130hd
export DESIGN_NAME = controller
export DESIGN_NICKNAME = controller
export VERILOG_FILES = /design/flow/design.v
export SDC_FILE = /design/flow/constraint.sdc
export NUM_CORES = 4
export LEC_CHECK = 1
export CORE_AREA = 10 10 83 83
export DIE_AREA = 0 0 93 93
--- /design/flow/constraint.sdc ---
current_design controller

set clk_period 4.6
set clk_io_pct 0.2

create_clock -name clk0 -period $clk_period

set non_clock_inputs [all_inputs -no_clocks]
set_input_delay [expr $clk_period * $clk_io_pct] -clock clk0 $non_clock_inputs
set_output_delay [expr $clk_period * $clk_io_pct] -clock clk0 [all_outputs]
--- /design/flow/design.v ---
`timescale 1ns / 1ps
module controller(
	 input [31:0] IR, 
    input [31:26] op,
    input [5:0] sp,
    output [5:0] ALUOp,
    output Branch,
    output InttoReg,
    output memWrite,
    output regWrite,
	 output RegDst,
	 output [3:0]alusrc,
	 output [3:0]jin, 
	 output [2:0]type, 
	 output memwrite,
	 output jtoreg,
	 output regtoj,
	 output jtochangereg,
	 output memtoreg,
	 output inttoj,
	 output branch2,
	 output branch3,
	 output [2:0]OOp,
	 output [3:0]MULOp ,
	 output flo,
	 output fhi,
	 output wlo,
	 output whi,
	 output hazmulti,
	 output mumu,
	 output ji,
	 output mfc0,
	 output mtc0,
	 output eret,
	 output bgezalr
    );
	 wire addu,subu,ori,j,lui;
	 wire sw,lw,beq,jal,jr;
	 wire add,addi,addiu,sub,and1,or1,xor1;
	 wire bne,jalr;
	 wire sll,srl;
	 wire nor1,andi,xori,sllv,srlv,sra,srav;
	 wire slt,slti,sltiu;
	 wire blez,bgtz,bltz,bgez;
	 wire lb,lbu,lh,lhu,sb,sh;
	 wire bgezalr;
	 assign addu = (op=='b000000&&sp=='b100001)?1:0;
	 assign subu = (op=='b000000&&sp=='b100011)?1:0;
	 assign j = (op=='b000010)?1:0;
    assign ori = (op=='b001101)?1:0;
	 assign lui = (op=='b001111)?1:0;
	 assign sw = (op=='b101011)?1:0;
	 assign lw = (op=='b100011)?1:0;
	 assign beq = (op=='b000100)?1:0;
	 assign jal = (op=='b000011)?1:0;
	 assign jr = (op=='b000000&& sp == 'b001000)?1:0;
	 assign bgezalr = (op == 'b111111 && sp == 'b000000)?1:0; 
	 assign add = (op=='b000000&& sp == 'b100000)?1:0;
	 assign addi = (op=='b001000)?1:0;
	 assign addiu = (op=='b001001)?1:0;
	 assign sub  = (op=='b000000 && sp == 'b100010)?1:0;
	 assign and1 = (op=='b000000 && sp == 'b100100)?1:0;
	 assign or1 = (op=='b000000 && sp == 'b100101)?1:0;
	 assign xor1 = (op=='b000000 && sp == 'b100110)?1:0;
	 assign jalr = (op=='b000000 && sp == 'b001001)?1:0;
	 assign bne = (op=='b000101)?1:0;
	 assign sll = (op=='b000000 && sp == 'b000000)?1:0;
	 assign srl = (op=='b000000 && sp == 'b000010)?1:0;
	 assign nor1 = (op=='b000000 && sp == 'b100111)?1:0;
	 assign andi = (op=='b001100)?1:0;
	 assign xori = (op=='b001110)?1:0;
	 assign sllv = (op=='b000000 && sp == 'b000100)?1:0;
	 assign srlv = (op=='b000000 && sp == 'b000110)?1:0;
	 assign sra  = (op=='b000000 && sp == 'b000011)?1:0;
	 assign srav = (op=='b000000 && sp == 'b000111)?1:0;
	 assign slt = (op=='b000000 && sp == 'b101010)?1:0;
	 assign slti = (op=='b001010)?1:0;
	 assign sltiu = (op=='b001011)?1:0;
	 assign sltu = (op=='b000000 && sp == 'b101011)?1:0;
	 assign blez =(op=='b000110)?1:0;
	 assign bgtz =(op=='b000111)?1:0;
	 assign bltz =(op=='b000001 && IR[20:16]=='b00000)?1:0;
	 assign bgez =(op=='b000001 && IR[20:16]=='b00001)?1:0;
	 assign sb =(op=='b101000)?1:0;
	 assign sh =(op=='b101001)?1:0;
	 assign lb =(op=='b100000)?1:0;
	 assign lbu=(op=='b100100)?1:0;
	 assign lh =((op=='b100001) ||(op == 'b011001))?1:0;
	 assign lhu=(op=='b100101)?1:0;
	 wire mult,multu,div,divu;
	 assign mult = (op=='b000000 && sp == 'b011000)?1:0;
	 assign multu = (op=='b000000 && sp == 'b011001)?1:0;
	 assign div = (op=='b000000 && sp == 'b011010)?1:0;
	 assign divu = (op=='b000000 && sp == 'b011011)?1:0;
	 wire mflo,mfhi;
	 assign mfhi = (op=='b000000 && sp == 'b010000)?1:0;
	 assign mflo = (op=='b000000 && sp == 'b010010)?1:0;
	 wire mtlo,mthi;
	 assign mthi = (op=='b000000 && sp == 'b010001)?1:0;
	 assign mtlo = (op=='b000000 && sp == 'b010011)?1:0;
	 assign ji = (op=='b110110)?1:0;
	 wire seb;
	 assign seb = (op=='b011111)?1:0;
	 assign mfc0 = (op=='b010000 && IR[25:21]=='b00000)?1:0;
	 assign mtc0 = (op=='b010000 && IR[25:21]=='b00100)?1:0;
	 assign eret = (op=='b010000 && sp=='b011000)?1:0;
	 assign wlo = mtlo;
	 assign whi = mthi;
	 assign flo = mflo;
	 assign fhi = mfhi; 
	assign hazmulti =mult|multu|div|divu|mflo|mfhi|mtlo|mthi;
	 assign type = sw?0:(sh?1:2);
    assign branch3=blez|bgtz|bltz|bgez;
	 assign Branch=beq;
	 assign branch2=bne;
	 assign InttoReg=lui;
	 assign regWrite=addu|subu|ori|lui|lw|jal|add|addi|addiu|sub|and1|or1|xor1|jalr|sll|
	                 srl|nor1|andi|xori|sllv|srlv|sra|srav|slt|slti|sltiu|sltu|lh|lhu|lb|lbu|
						  multu|div|divu|mult|mflo|mfhi|seb|mfc0|bgezalr;
	 assign RegDst=addu|subu|add|sub|and1|or1|xor1|sll|srl|jalr|nor1|sllv|srlv|sra
	               |srav|slt|sltu|div|divu|mult|mflo|mfhi|seb|bgezalr;
	 assign alusrc=(lw||sw||addi||addiu||slti||sltiu||lh||lhu||lb||lbu||sb||sh)?2:((ori|andi|xori)?1:0);
	 assign memwrite=sw|sb|sh;
	 assign memtoreg=lw|lh|lhu|lb|lbu|mfc0;
	 assign jtochangereg=jalr;
	 assign jtoreg=jal;
	 assign regtoj=jr|jalr;
	 assign inttoj=j|jal;
	 assign ALUOp=(addu||lw||sw||add||addi||addiu||lh||lhu||lb||lbu||sb||sh||ji)?1:((ori|lui|jal|or1|jalr)?0:((subu|sub)?2:(and1|andi)?3:(xor1|xori)?4:sll?5:srl?6:nor1?7:
	               sllv?8:srlv?9:sra?10:srav?11:(slt||slti)?12:(sltiu||sltu)?13:seb?14:15));
	 assign jin = (bgtz)?0:(bgez||bgezalr)?1:(bltz)?2:3;
	 assign OOp = (lw)?0:(lbu?1:(lb?2:(lhu?3:4)));
	 assign MULOp =(mult)?1:(multu?2:(div?3:(divu?4:0)));
	 assign mumu = mult|multu|div|divu;
endmodule
--- /design/flow/run.sh ---
#!/bin/bash
# OpenROAD 26Q1-2900-gdf79404cd8, Yosys 0.63+post, stock flow scripts
make -C /OpenROAD-flow-scripts/flow DESIGN_CONFIG=/design/flow/config.mk WORK_HOME=/design/flow/orfs finish
==> flow_metrics.py <==
# Generated from Yosys and OpenROAD reports
metrics = {
    "routing": {
        "drtPass1Iterations": 4,
        "wl_um": 4558,
        "antenna_cells": 0,
        "antenna_left": 0,
        "detail_route.wl_per_cell_um": 14.42,
        "drcViolationCount": 0,
        "avgViaCountPerCell": 4.804,
        "vias": 1518,
        "initialDrtViolationCount": 92,
    },
    "sta": {
        "worst_slack_ns": 0.1669,
        "finalCritPeriodShare": 0.9637,
        "finalHoldViolations": 0,
        "finalSetupTns_ns": 0,
        "min_period_ns": 4.433,
        "slew_headroom": 0.6457,
        "fmax_mhz": 225.6,
        "setup_violations": 0,
        "worst_pin_slew_ns": 0.5298,
        "rsz0062_at_grt": "false",
        "report.final.slew_viol_count": 0,
    },
    "die": {
        "die_y_um": 93,
        "dieArea_um2": 8649,
        "io_pins": 92,
        "core_um2": 5140,
        "fp_util": 0.2069,
        "die_w_um": 93,
        "rows": 26,
    },
    "power": {
        "pwr-share-comb": 1.000,
        "internal-power_w": 0.00005547,
        "p_leak_nw": 0.6658,
        "total_power_w": 0.0001066,
        "p_per_area_nw_per_um2": 59.98,
        "sw_frac_of_total": 0.4795,
        "p_seq_frac": 0,
        "switchingPower_w": 0.00005109,
        "power_frac_clock": 0,
        "ir_worst_vdd_mv": 0.03934,
    },
    "finish": {
        "fillers": 602,
        "fin_cells": 316,
        "nFlopsAndLatches": 0,
        "comb_area_um2": 932.1,
        "seq_area_um2": 0,
        "final_util": 0.3457,
        "nClkBuffers": 0,
        "area_delta_synth_final_pct": 67.06,
        "layout-drive-gt1-share": 0.09756,
    },
    "global_routing": {
        "first_global_vias": 1538,
        "grt_max_degree": 22,
        "overflow": 0,
        "antenna_found_initial": 0,
        "grt_use_total": 0.09965,
        "grt_pass1_wl_um": 7472,
    },
    "synth": {
        "syn_area_um2": 1064,
        "syn_avg_cell_area_um2": 5.687,
        "ys_cells": 187,
        "synth_chip_area_um2": 1064,
        "synth.distinct_cells": 44,
        "synthesis.instances": 187,
        "ys_seq_share": 0,
        "yosys_warnings": 2,
    },
    "placement": {
        "dp.cells": 316,
        "portBuffers": 61,
        "dp_hpwl_um": 3824,
        "gp_congestion": 0.9404,
        "post-place-ws_ns": 0.1529,
    },
    "setup_path": {
        "worstSetupPathType": "input pin to primary output",
        "crit_path_end_kind": "primary output",
        "arrival_ns": 3.51,
        "path_max_fanout": 6,
        "crit_path_start_kind": "input pin",
        "crit_required_ns": 3.68,
    },
    "worst_hold_path": {
        "worst_hold_path_type": "input pin to primary output",
        "hold_depth": 4,
    },
    "run": {
        "warnings": 54,
        "maxCapViolCount": 0,
    },
    "cts": {
        "cts-hold-fix-buffers": 0,
        "post_cts.repair.setup_buffers": 0,
    },
    "outcome": {
        "status": "completed",
    },
}
## logic make-up (layout without fill, tap and decap cells)
group	Yosys count	in the layout	synth area share
and+or+nand+nor	107	107	0.5577
AOI/OAI and AO/OA	45	45	0.2729
buffers and inverters	33	84	0.1576
other	1	9	0.003526
xor gates and xnor gates	1	1	0.008237
## per-layer routing
layer	global-route usage	up-vias	part of all wire
li1	-	787	-
met5	0	-	0
met1	0.1348	682	0.46
met4	0	0	0
met2	0.1659	49	0.46
met3	0.02504	0	0.077
## area by class of cell
class              instances  area share
inverters                  7     0.01479
repair buffers            77      0.4113
well taps                 70     0.04930
multi-input cells        162      0.5246
## stage by stage
stage                     hold slack (ns)  instance area, µm²
final                               2.746                1777
after detailed placement            2.757                1770
after CTS                           2.760                1770
after global routing                2.784                1777
after global placement              2.752                1770
after floorplan                     1.861                1094
## critical path, stage by stage
cell             delay, ns
clkdlybuf4s50_1       0.41
or4_1                 0.67
or4_1                 0.55
a21oi_1               0.22
a311o_2               0.15
and3b_1               0.17
clkdlybuf4s50_1       0.42
## cell usage in the layout, fill, tap and decap left out, drive strengths merged, types with 6 or more instances in the layout
cell type | Yosys | routed
clkdlybuf4s50 | 0 | 61
nand2 | 12 | 12
and3 | 6 | 6
conb | 1 | 9
nand2b | 6 | 6
o21ai | 9 | 9
a21oi | 13 | 13
nand3 | 11 | 11
buf | 13 | 16
nor2 | 25 | 25
nor2b | 7 | 7
inv | 7 | 7
## what timing repair did
item | in CTS | in global routing
endpoints found under the setup margin | 0 | 4
endpoints found under the hold margin | 0 | 0
resized | 0 | 1
## power groups by stage
stage | Sequential [W] | Combinational, W | Clock [W]
6_report | 0 | 0.000107 | 0
5_1_grt | 0 | 0.000118 | 0
4_1_cts | 0 | 0.000107 | 0
## worst paths after layout
check  slack (ns)  endpoint    from
max          0.17  ALUOp[0]  op[29]
min          2.75      mtc0  IR[23]
## cells in the mapped netlist (6+ instances only)
library cell,number,share of area
nor2b_1,7,0.041
and3_1,6,0.035
buf_4,9,0.064
nand2_1,12,0.042
clkbuf_1,13,0.046
inv_1,7,0.025
nor2_1,25,0.088
nand3_1,11,0.052
a21oi_1,13,0.061
o21ai_0,9,0.042
nand2b_1,6,0.035
No activity file was given, so power comes from the tool's default toggle rates.
