$ cat config.mk
export PLATFORM = sky130hd
export DESIGN_NAME = HazardController
export DESIGN_NICKNAME = HazardController
export VERILOG_FILES = /design/flow/design.v
export SDC_FILE = /design/flow/constraint.sdc
export NUM_CORES = 4
export LEC_CHECK = 1
export CORE_AREA = 10 10 82 82
export DIE_AREA = 0 0 92 92
$ cat constraint.sdc
current_design HazardController

set clk_period 5.3
set clk_io_pct 0.2

create_clock -name clk0 -period $clk_period

set non_clock_inputs [all_inputs -no_clocks]
set_input_delay [expr $clk_period * $clk_io_pct] -clock clk0 $non_clock_inputs
set_output_delay [expr $clk_period * $clk_io_pct] -clock clk0 [all_outputs]
$ cat design.v
`timescale 1ns / 1ps
module HazardController(
    input [31:0] MEMWB_IR,
    input [31:0] IDEX_IR,
    input [31:0] IFID_IR,
    input [31:0] EXMEM_IR,
    output  ForwardA,
    output  ForwardB,
	 output ForwardA2,
	 output ForwardB2,
	 output [4:0]posrs,
	 output nop
    );
	wire adduMEMWB,adduIDEX,adduIFID,adduEXMEM;
	wire subuMEMWB,subuIDEX,subuIFID,subuEXMEM;
	wire oriMEMWB,oriIDEX,oriIFID,oriEXMEM;
	wire luiMEMWB,luiIDEX,luiIFID,luiEXMEM;
	wire bgezalrMEMWB,bgezalrIDEX,bgezalrIFID,bgezalrEXMEM;
	assign bgezalrMEMWB = (MEMWB_IR[31:26]==6'b111111&&MEMWB_IR[5:0]==6'b000000)?1:0;
	assign bgezalrIDEX = (IDEX_IR[31:26]==6'b111111&&IDEX_IR[5:0]==6'b000000)?1:0;
	assign bgezalrIFID = (IFID_IR[31:26]==6'b111111&&IFID_IR[5:0]==6'b000000)?1:0;
	assign bgezalrEXMEM = (EXMEM_IR[31:26]==6'b111111&&EXMEM_IR[5:0]==6'b000000)?1:0;
	assign adduMEMWB = (MEMWB_IR[31:26]==6'b000000&&MEMWB_IR[5:0]==6'b100001)?1:0;
	assign adduIDEX = (IDEX_IR[31:26]==6'b000000&&IDEX_IR[5:0]==6'b100001)?1:0;
	assign adduIFID = (IFID_IR[31:26]==6'b000000&&IFID_IR[5:0]==6'b100001)?1:0;
	assign adduEXMEM = (EXMEM_IR[31:26]==6'b000000&&EXMEM_IR[5:0]==6'b100001)?1:0;
	assign subuMEMWB = (MEMWB_IR[31:26]==6'b000000&&MEMWB_IR[5:0]==6'b100011)?1:0;
	assign subuIDEX = (IDEX_IR[31:26]==6'b000000&&IDEX_IR[5:0]==6'b100011)?1:0;
	assign subuIFID = (IFID_IR[31:26]==6'b000000&&IFID_IR[5:0]==6'b100011)?1:0;
	assign subuEXMEM = (EXMEM_IR[31:26]==6'b000000&&EXMEM_IR[5:0]==6'b100011)?1:0;
	assign oriMEMWB = (MEMWB_IR[31:26]==6'b001101)?1:0;
	assign oriIDEX = (IDEX_IR[31:26]==6'b001101)?1:0;
	assign oriIFID = (IFID_IR[31:26]==6'b001101)?1:0;
	assign oriEXMEM = (EXMEM_IR[31:26]==6'b001101)?1:0;
	assign luiMEMWB = (MEMWB_IR[31:26]==6'b001111)?1:0;
	assign luiIDEX = (IDEX_IR[31:26]==6'b001111)?1:0;
	assign luiIFID = (IFID_IR[31:26]==6'b001111)?1:0;
	assign luiEXMEM = (EXMEM_IR[31:26]==6'b001111)?1:0;
	wire lwEXMEM,lwMEMWB;
	wire jalEXMEM,jalMEMWB;
	assign lwEXMEM =(EXMEM_IR[31:26]==6'b100011)?1:0;
	assign lwMEMWB =(MEMWB_IR[31:26]==6'b100011)?1:0;
	assign jalEXMEM = (EXMEM_IR[31:26]==6'b000011 )?1:0;
	assign jalMEMWB = (MEMWB_IR[31:26]==6'b000011 )?1:0;
	wire addEXMEM,addMEMWB;
	assign addEXMEM = (EXMEM_IR[31:26]==6'b000000&&EXMEM_IR[5:0]==6'b100000)?1:0;
	assign addMEMWB = (MEMWB_IR[31:26]==6'b000000&&MEMWB_IR[5:0]==6'b100000)?1:0;
	wire addiEXMEM,addiMEMWB;
	assign addiEXMEM = (EXMEM_IR[31:26]==6'b001000)?1:0;
	assign addiMEMWB = (MEMWB_IR[31:26]==6'b001000)?1:0;
	wire addiuEXMEM,addiuMEMWB;
	assign addiuEXMEM = (EXMEM_IR[31:26]==6'b001001)?1:0;
	assign addiuMEMWB = (MEMWB_IR[31:26]==6'b001001)?1:0;
	wire subEXMEM,subMEMWB;
	assign subEXMEM = (EXMEM_IR[31:26]==6'b000000&&EXMEM_IR[5:0]==6'b100010)?1:0;
	assign subMEMWB = (MEMWB_IR[31:26]==6'b000000&&MEMWB_IR[5:0]==6'b100010)?1:0;
	wire andEXMEM,andMEMWB;
	assign andEXMEM = (EXMEM_IR[31:26]==6'b000000&&EXMEM_IR[5:0]==6'b100100)?1:0;
	assign andMEMWB = (MEMWB_IR[31:26]==6'b000000&&MEMWB_IR[5:0]==6'b100100)?1:0;
	wire orEXMEM,orMEMWB;
	assign orEXMEM = (EXMEM_IR[31:26]==6'b000000&&EXMEM_IR[5:0]==6'b100101)?1:0;
	assign orMEMWB = (MEMWB_IR[31:26]==6'b000000&&MEMWB_IR[5:0]==6'b100101)?1:0;
	wire xorEXMEM,xorMEMWB;
	assign xorEXMEM = (EXMEM_IR[31:26]==6'b000000&&EXMEM_IR[5:0]==6'b100110)?1:0;
	assign xorMEMWB = (MEMWB_IR[31:26]==6'b000000&&MEMWB_IR[5:0]==6'b100110)?1:0;
	wire jalrEXMEM,jalrMEMWB;
	assign jalrEXMEM = (EXMEM_IR[31:26]==6'b000000&&EXMEM_IR[5:0]==6'b001001)?1:0;
	assign jalrMEMWB = (MEMWB_IR[31:26]==6'b000000&&MEMWB_IR[5:0]==6'b001001)?1:0;
	wire sllEXMEM,sllMEMWB;
	assign sllEXMEM = (EXMEM_IR[31:26]==6'b000000&&EXMEM_IR[5:0]==6'b000000)?1:0;
	assign sllMEMWB = (MEMWB_IR[31:26]==6'b000000&&MEMWB_IR[5:0]==6'b000000)?1:0;
	wire srlEXMEM,srlMEMWB;
	assign srlEXMEM = (EXMEM_IR[31:26]==6'b000000&&EXMEM_IR[5:0]==6'b000010)?1:0;
	assign srlMEMWB = (MEMWB_IR[31:26]==6'b000000&&MEMWB_IR[5:0]==6'b000010)?1:0;
	wire norEXMEM,norMEMWB;
	assign norEXMEM = (EXMEM_IR[31:26]==6'b000000&&EXMEM_IR[5:0]==6'b100111)?1:0;
	assign norMEMWB = (MEMWB_IR[31:26]==6'b000000&&MEMWB_IR[5:0]==6'b100111)?1:0;
	wire andiEXMEM,andiMEMWB;
	assign andiEXMEM = (EXMEM_IR[31:26]==6'b001100)?1:0;
	assign andiMEMWB = (MEMWB_IR[31:26]==6'b001100)?1:0;
	wire xoriEXMEM,xoriMEMWB;
	assign xoriEXMEM = (EXMEM_IR[31:26]==6'b001110)?1:0;
	assign xoriMEMWB = (MEMWB_IR[31:26]==6'b001110)?1:0;
	wire sllvEXMEM,sllvMEMWB;
	assign sllvEXMEM = (EXMEM_IR[31:26]==6'b000000&&EXMEM_IR[5:0]==6'b000100)?1:0;
	assign sllvMEMWB = (MEMWB_IR[31:26]==6'b000000&&MEMWB_IR[5:0]==6'b000100)?1:0;
	wire srlvEXMEM,srlvMEMWB;
	assign srlvEXMEM = (EXMEM_IR[31:26]==6'b000000&&EXMEM_IR[5:0]==6'b000110)?1:0;
	assign srlvMEMWB = (MEMWB_IR[31:26]==6'b000000&&MEMWB_IR[5:0]==6'b000110)?1:0;
	wire sraEXMEM,sraMEMWB;
	assign sraEXMEM = (EXMEM_IR[31:26]==6'b000000&&EXMEM_IR[5:0]==6'b000011)?1:0;
	assign sraMEMWB = (MEMWB_IR[31:26]==6'b000000&&MEMWB_IR[5:0]==6'b000011)?1:0;
	wire sravEXMEM,sravMEMWB;
	assign sravEXMEM = (EXMEM_IR[31:26]==6'b000000&&EXMEM_IR[5:0]==6'b000111)?1:0;
	assign sravMEMWB = (MEMWB_IR[31:26]==6'b000000&&MEMWB_IR[5:0]==6'b000111)?1:0;
	wire sltEXMEM,sltMEMWB;
	assign sltEXMEM = (EXMEM_IR[31:26]==6'b000000&&EXMEM_IR[5:0]==6'b101010)?1:0;
	assign sltMEMWB = (MEMWB_IR[31:26]==6'b000000&&MEMWB_IR[5:0]==6'b101010)?1:0;
	wire sltiEXMEM,sltiMEMWB;
	assign sltiEXMEM = (EXMEM_IR[31:26]==6'b001010)?1:0;
	assign sltiMEMWB = (MEMWB_IR[31:26]==6'b001010)?1:0;
	wire sltiuEXMEM,sltiuMEMWB;
	assign sltiuEXMEM = (EXMEM_IR[31:26]==6'b001011)?1:0;
	assign sltiuMEMWB = (MEMWB_IR[31:26]==6'b001011)?1:0;
	wire sltuEXMEM,sltuMEMWB;
	assign sltuEXMEM = (EXMEM_IR[31:26]==6'b000000&&EXMEM_IR[5:0]==6'b101011)?1:0;
	assign sltuMEMWB = (MEMWB_IR[31:26]==6'b000000&&MEMWB_IR[5:0]==6'b101011)?1:0;
	wire lbEXMEM,lbuEXMEM,lhEXMEM,lhuEXMEM;
	assign lbEXMEM =(EXMEM_IR[31:26]=='b100000)?1:0;
	assign lbuEXMEM=(EXMEM_IR[31:26]=='b100100)?1:0;
	assign lhEXMEM =(EXMEM_IR[31:26]=='b100001)?1:0;
	assign lhuEXMEM=(EXMEM_IR[31:26]=='b100101)?1:0;
	wire lbMEMWB,lbuMEMWB,lhMEMWB,lhuMEMWB;
	assign lbMEMWB =(MEMWB_IR[31:26]=='b100000)?1:0;
	assign lbuMEMWB=(MEMWB_IR[31:26]=='b100100)?1:0;
	assign lhMEMWB =(MEMWB_IR[31:26]=='b100001)?1:0;
	assign lhuMEMWB=(MEMWB_IR[31:26]=='b100101)?1:0;
	wire mfc0EXMEM,mfc0MEMWB;
	assign mfc0MEMWB =(MEMWB_IR[31:26]=='b010000&&MEMWB_IR[25:21]=='b00000)?1:0;
	assign mfc0EXMEM =(EXMEM_IR[31:26]=='b010000&&EXMEM_IR[25:21]=='b00000)?1:0;
	wire [4:0]IDEXrs;
	wire [4:0]IDEXrt;
	wire [4:0]EXMEMrd;
	assign IDEXrs = IDEX_IR[25:21];
	assign IDEXrt = IDEX_IR[20:16];
	assign EXMEMrd =(jalEXMEM)? 5'b11111:((EXMEM_IR[31:26]==6'b0||(EXMEM_IR[31:26]==6'b011111)||bgezalrEXMEM)?EXMEM_IR[15:11]:EXMEM_IR[20:16]);
	wire EXMEM_RegWrite;
	assign EXMEM_RegWrite= oriEXMEM|luiEXMEM|adduEXMEM|subuEXMEM|jalEXMEM|lwEXMEM|addEXMEM|
	                       addiEXMEM|addiuEXMEM|subEXMEM|andEXMEM|orEXMEM|xorEXMEM|jalrEXMEM|
								  sllEXMEM|srlEXMEM|norEXMEM|andiEXMEM|xoriEXMEM|sllvEXMEM|srlvEXMEM|
								  sraEXMEM|sravEXMEM|sltEXMEM|sltiEXMEM|sltiuEXMEM|sltuEXMEM|(EXMEM_IR[31:26]==6'b0)|
								  lbEXMEM|lbuEXMEM|lhEXMEM|lhuEXMEM|(EXMEM_IR[31:26]==6'b011111)|mfc0EXMEM|bgezalrEXMEM;
	assign ForwardA =(EXMEM_RegWrite==1  && EXMEMrd!=0  &&  EXMEMrd==IDEXrs)?1:0;
	assign ForwardB =(EXMEM_RegWrite==1  && EXMEMrd!=0  &&  EXMEMrd==IDEXrt)?1:0;
	wire [4:0]MEMWBrd;
	assign MEMWBrd = (jalMEMWB)?5'b11111:((MEMWB_IR[31:26]==6'b0||MEMWB_IR[31:26]==6'b011111||bgezalrMEMWB)?MEMWB_IR[15:11]:MEMWB_IR[20:16]);
	wire MEMWB_RegWrite;
	assign MEMWB_RegWrite= oriMEMWB|luiMEMWB|adduMEMWB|subuMEMWB|jalMEMWB|lwMEMWB|addMEMWB|
	                       addiMEMWB|addiuMEMWB|subMEMWB|andMEMWB|orMEMWB|xorMEMWB|jalrMEMWB|
								  sllMEMWB|srlMEMWB|norMEMWB|andiMEMWB|xoriMEMWB|sllvMEMWB|srlvMEMWB|
								  sraMEMWB|sravMEMWB|sltMEMWB|sltiMEMWB|sltiuMEMWB|sltuMEMWB|(MEMWB_IR[31:26]==6'b0)|
								  lbMEMWB|lbuMEMWB|lhMEMWB|lhuMEMWB|MEMWB_IR[31:26]==6'b011111|mfc0MEMWB|bgezalrMEMWB;
	assign ForwardA2 =(MEMWB_RegWrite==1  && MEMWBrd!=0  &&  MEMWBrd==IDEXrs)?1:0;
	assign posrs=MEMWBrd;
	assign ForwardB2 =(MEMWB_RegWrite==1  && MEMWBrd!=0  &&  MEMWBrd==IDEXrt)?1:0;
	wire lwIDEX,lbIDEX,lbuIDEX,lhIDEX,lhuIDEX;
	assign lwIDEX=(IDEX_IR[31:26]=='b100011)?1:0;
	assign lbIDEX =(IDEX_IR[31:26]=='b100000)?1:0;
	assign lbuIDEX=(IDEX_IR[31:26]=='b100100)?1:0;
	assign lhIDEX =(IDEX_IR[31:26]=='b100001)?1:0;
	assign lhuIDEX=(IDEX_IR[31:26]=='b100101)?1:0;
	wire mfc0IDEX;
	assign mfc0IDEX=(IDEX_IR[31:26]=='b010000 && IDEX_IR[25:21]=='b00000)?1:0;;
	wire [4:0]IFIDrs;
	wire [4:0]IFIDrt;
	assign IFIDrs=IFID_IR[25:21];
	assign IFIDrt=IFID_IR[20:16];
	assign nop=((lwIDEX|lbIDEX|lbuIDEX|lhIDEX|lhuIDEX|mfc0IDEX)&&((IDEXrt==IFIDrs&&IFIDrs!=0)||(IDEXrt==IFIDrt&&IFIDrt!=0)))?1:0;
endmodule
$ cat run.sh
#!/bin/bash
# OpenROAD 26Q1-2900-gdf79404cd8, Yosys 0.63+post, stock flow scripts
make -C /OpenROAD-flow-scripts/flow DESIGN_CONFIG=/design/flow/config.mk WORK_HOME=/design/flow/orfs finish
==> run_results.csv <==
group,metric,value,unit
run_status,status,"completed",
finish,fill_cells,525,
routing,diodes,0,
hold_path,min_path_cells,4,
global_route,first_global_vias,1589,
pwr,ir_drop,0.0281,mV
timing,worst_slew_pin_slew,0.581,ns
die,dieArea,8460,sq um
timing,setup_viol,0,
synth,adder_share,0,%
pwr,power.total,0.133,mW
setup_path,required,4.24,ns
place,io_buffers,90,
setup_path,crit_path_end_kind,"primary output",
setup_path,crit_type,"in -> out",
routing,vias,1627,
hold_path,min-delay-start,"IDEX_IR[24]",
flow_run,cap_violations,0,
routing,first_pass_iters,4,
setup_path,worstSetupStartpointType,"input pin",
place,globalplace.congestion,0.911,
die,num_rows,26,
flow_run,warning_count,80,
synth,ys_warn_count,0,
hold_path,hold_path_class,"in -> out",
synth,yosys_cells,160,
setup_path,crit_fanout,5,
routing,drcViolationCount,0,
synth,synthDistinctLibCells,50,
global_route,track_usage,11.2,%
synth,postSynthCellCount,160,
die,dieHeight,92,um
finish,drive_gt1_share,10.8,%
timing,hold_viol,0,
pwr,leakage,0.708,nW
global_route,grt_pass1_wl,8040,um
die,initial_utilization,21.4,%
synth,logic_family,"simple AND/OR/NAND/NOR gates",
timing,max_clock_freq,0.196,GHz
place,dpl.hpwl,4400,um
setup_path,crit_start,"MEMWB_IR[3]",
timing,setup_tns,0,ns
die,core_area,5070,sq um
routing,drtIter0Drc,60,
synth,mux_area_share,0.924,%
timing,slew_viol_final,0,
timing,rsz0062_at_grt,"false",
finish,num-clock-buffers,0,
routing,post_drt_wl_per_cell,15.9,um
setup_path,cp_data_arrival_time,4.04,ns
synth,yosys_area,1080,sq um
clock_tree,post_cts_buffers,0,
synth,ys_sh_simple,51.4,%
finish,ff_count,0,
timing,min_period,5.10,ns
global_route,grt_max_degree,8,
routing,final_antenna_net_count,0,
global_route,antenna_found_initial,0,
timing,slew_headroom,61.0,%
die,dieWidth,92,um
synth,syn_avg_cell_area,6.77,sq um
setup_path,endpoint,"ForwardB2",
synth,aoi_share,29.6,%
synth,ys_seq_share,0,%
finish,final_cell_mix,"clkdlybuf4s50_1, o21ai_0, a21oi_1",
die,io_pins,138,
finish,flop_area,0,sq um
routing,wirelength,5110,um
finish,layout_top_cell,"clkdlybuf4s50_1",
pwr,p_per_area,63.2,nW/um^2
clock_tree,hold_buffers,0,
synth,syn_area,1080,sq um
synth,xor_share,12.1,%
routing,viasPerCell,5.07,
timing,final.period_utilization,96.1,%
global_route,grt.overflow.total,0,
finish,area_delta_synth_final,94.7,%
[worst min-delay path by stage]
| stage | to | slack, ns |
|---|---|---|
| after global routing | ForwardA2 | 3.06 |
| final | ForwardA2 | 2.99 |
| after CTS | nop | 3.16 |
[logic make-up (layout without fill, tap and decap cells)]
group,count (synthesis),in the layout
AOI/OAI and AO/OA,49,49
xor gates and xnor gates,15,15
buffers and inverters,10,101
muxes,1,1
and+or+nand+nor,85,85
[area by class of cell]
type / instances / area (sq um) / share of cell area, %
timing repair buffer: 96 / 948 / 45.0
inverter: 5 / 18.8 / 0.890
tap: 70 / 87.6 / 4.15
multi-input combinational: 150 / 1050 / 50.0
[per-layer routing]
| metal | vias to the layer above | wire length, um | track usage, % |
|---|---|---|---|
| met1 | 711 | 2550 | 15.8 |
| li1 | 842 | - | - |
| met3 | 0 | 398 | 3.05 |
| met2 | 74 | 2160 | 17.5 |
| met4 | 0 | 0 | 0.257 |
| met5 | - | 0 | 0 |
[report_power, final]
part           leakage, nW  switching [mW]  internal (mW)  total (mW)
Clock                    0               0              0           0
Sequential               0               0              0           0
Combinational        0.708          0.0494         0.0839       0.133
Total                0.708          0.0494         0.0839       0.133
[critical path, cell delays in order]
cell and delay (ns):
clkdlybuf4s50_1 0.40, or4_4 0.55, or3_4 0.43, buf_4 0.16
a21oi_1 0.29, or3_2 0.18, nand4_1 0.12, nor4_2 0.32
clkdlybuf4s50_1 0.53
[synth_stat cells (2+ instances only)]
library cell / instances / area (sq um)
a21oi_1: 14 / 70.1
and3_2: 4 / 30.0
and4_1: 2 / 17.5
clkdlybuf4s25_2: 2 / 20.0
inv_1: 5 / 18.8
nand2_1: 5 / 18.8
nand2b_1: 3 / 18.8
nand3_1: 3 / 15.0
nand3b_1: 2 / 15.0
nand4_1: 9 / 56.3
nor2_1: 5 / 18.8
nor2b_1: 2 / 12.5
nor3_1: 6 / 30.0
nor4_1: 13 / 81.3
nor4_2: 2 / 25.0
nor4b_1: 2 / 17.5
o211ai_1: 2 / 15.0
o21ai_0: 18 / 90.1
or3_1: 10 / 62.6
or4_1: 8 / 60.1
xnor2_1: 7 / 61.3
xor2_1: 8 / 70.1
[per-stage QoR]
step | hold WS, ns | area [sq um] | setup WS (ns) | util (%) | instances
after floorplan | 2.22 | 1080 | 1.15 | - | 160
after global placement | 3.15 | 2070 | 0.0169 | 40.8 | 321
after detailed placement | 3.16 | 2070 | -0.0117 | 40.8 | 321
after CTS | 3.16 | 2080 | 0.0139 | 41.1 | 321
after global routing | 3.06 | 2110 | 0.0239 | 41.6 | 321
final | 2.99 | 2110 | 0.205 | 41.6 | 321
[repair_timing]
action	CTS	global route
endpoints found under the hold margin	0	0
pin swaps	0	2
gates resized	2	6
endpoints found under the setup margin	1	3
No activity file was given, so power comes from the tool's default toggle rates.
